**design/flow/config.mk**
```make
export PLATFORM = sky130hd
export DESIGN_NAME = LAB07_MEMORY_APP
export DESIGN_NICKNAME = LAB07_MEMORY_APP
export VERILOG_FILES = /design/flow/design.v
export SDC_FILE = /design/flow/constraint.sdc
export NUM_CORES = 4
export LEC_CHECK = 1
export CORE_UTILIZATION = 40
```
**design/flow/constraint.sdc**
```tcl
current_design LAB07_MEMORY_APP

set clk_period 6.9
set clk_io_pct 0.2

create_clock -name clk0 -period $clk_period [get_ports {CLK}]

set non_clock_inputs [all_inputs -no_clocks]
set_input_delay [expr $clk_period * $clk_io_pct] -clock clk0 $non_clock_inputs
set_output_delay [expr $clk_period * $clk_io_pct] -clock clk0 [all_outputs]
```
**design/flow/design.v**
```verilog
module BCD_to_7segment(	D3,D2,D1,D0, A,B,C,D,E,F,G );
input D3,D2,D1,D0;
output A,B,C,D,E,F,G;
reg [7:0] out; 
always @(D3,D2,D1,D0)
begin
case({D3,D2,D1,D0})
	4'b0000 : out <= 7'b1111110;  
	4'b0001 : out <= 7'b0110000;  
	4'b0010 : out <= 7'b1101101;  
	4'b0011 : out <= 7'b1111001;  
	4'b0100 : out <= 7'b0110011;  
	4'b0101 : out <= 7'b1011011;  
	4'b0110 : out <= 7'b1011111;  
	4'b0111 : out <= 7'b1110010;  
	4'b1000 : out <= 7'b1111111;  
	4'b1001 : out <= 7'b1111011;  
	default : out <= 7'b0000000;  
endcase 
end
assign {A,B,C,D,E,F,G} = out;
endmodule
module Binary_to_BCD(B3,B2,B1,B0, P9,P8,P7,P6,P5,P4,P3,P2,P1,P0);
input B3,B2,B1,B0;
output P9,P8,P7,P6,P5,P4,P3,P2,P1,P0;
wire T10,T9,T8,T7,T6,T5,T4,T3,T2,T1,T0;
assign P0 = B0;
LineDecoder C1(0,0,0,B3,		T3,T2,T1,T0);
LineDecoder C2(T2,T1,T0,B2,	T7,T6,T5,T4);
LineDecoder C3(0,0,0,T3,		P9,T10,T9,T8);
LineDecoder C4(T6,T5,T4,B1,	P4,P3,P2,P1);
LineDecoder C5(T10,T9,T8,T7,	P8,P7,P6,P5);
endmodule
module LAB07_MEMORY_APP(CLK,WR,RD,A1,A2,D_IN,oS_COM,oS_ENS);
input CLK, WR, RD;
input [2:0] A1, A2;
input [8:0] D_IN;
output [7:0] oS_COM;
output [6:0] oS_ENS;
reg [3:0] SRAM [7:0];
wire P9,P8,P7,P6,P5,P4,P3,P2,P1,P0;
wire a1,b1,c1,d1,e1,f1,g1;
wire a2,b2,c2,d2,e2,f2,g2;
wire [3:0] Q;
always @(posedge CLK) begin
	if(WR) begin
		case(D_IN)
			9'b000000001 :SRAM[A1] <= 4'b0001;
			9'b000000010 :SRAM[A1] <= 4'b0010;
			9'b000000100 :SRAM[A1] <= 4'b0011;
			9'b000001000 :SRAM[A1] <= 4'b0100;
			9'b000010000 :SRAM[A1] <= 4'b0101;
			9'b000100000 :SRAM[A1] <= 4'b0110;
			9'b001000000 :SRAM[A1] <= 4'b0111;
			9'b010000000 :SRAM[A1] <= 4'b1000;
			9'b100000000 :SRAM[A1] <= 4'b1001; 
			default :SRAM[A1] <= 4'b0000;
		endcase
	end
end
MUX_2to1 U0 (4'bz, (SRAM[A1]+SRAM[A2]), RD, Q);
Binary_to_BCD U1 (Q[3],Q[2],Q[1],Q[0],P9,P8,P7,P6,P5,P4,P3,P2,P1,P0);
BCD_to_7segment U2 (P3,P2,P1,P0,a1,b1,c1,d1,e1,f1,g1);
BCD_to_7segment U3 (P7,P6,P5,P4,a2,b2,c2,d2,e2,f2,g2);
SevenSeg_CTRL U4 (CLK,0,0,0,0,0,0,0,{a2,b2,c2,d2,e2,f2,g2},{a1,b1,c1,d1,e1,f1,g1},oS_COM,oS_ENS);
endmodule
module LineDecoder(A3,A2,A1,A0,S3,S2,S1,S0);
input A3,A2,A1,A0;
output S3,S2,S1,S0;
reg [3:0] out; 
always @(A3,A2,A1,A0)
begin
case({A3,A2,A1,A0})
4'b0000 : out <= 4'b0000;  
4'b0001 : out <= 4'b0001;  
4'b0010 : out <= 4'b0010;  
4'b0011 : out <= 4'b0011;  
4'b0100 : out <= 4'b0100;  
4'b0101 : out <= 4'b1000;  
4'b0110 : out <= 4'b1001;  
4'b0111 : out <= 4'b1010;  
4'b1000 : out <= 4'b1011;  
4'b1001 : out <= 4'b1100;  
default : out <= 4'b0000;  
endcase 
end
assign {S3,S2,S1,S0} = out;
endmodule
module MUX_2to1 (A, B , SEL, OUT);
input [3:0] A, B;
input SEL;
output [3:0] OUT;
assign OUT = (!SEL) ? A : B;
endmodule
module SevenSeg_CTRL(iCLK, nRST,iSEG7,iSEG6,iSEG5,iSEG4,iSEG3,iSEG2,iSEG1,iSEG0, oS_COM, oS_ENS);
input iCLK, nRST;
input [6:0] iSEG7, iSEG6, iSEG5, iSEG4,iSEG3, iSEG2, iSEG1, iSEG0;
output [7:0] oS_COM;
output [6:0] oS_ENS;  
reg [7:0] oS_COM;
reg [6:0] oS_ENS;
integer CNT_SCAN; 
always @(posedge iCLK)
begin
	if (nRST)
	  begin
		oS_COM <= 8'b00000000;
		oS_ENS <= 0;
	    CNT_SCAN = 0;
	  end
	else
	  begin
	  	if (CNT_SCAN >= 7)
	  	  CNT_SCAN = 0;
	  	else
	  	  CNT_SCAN = CNT_SCAN + 1;
	  	case (CNT_SCAN)
	  	  0 : 
	  	    begin
				oS_COM <= 8'b11111110;
				oS_ENS <= iSEG0;
	  	    end
	  	  1 : 
	  	    begin
				oS_COM <= 8'b11111101;
				oS_ENS <= iSEG1;
	  	    end
	  	  2 : 
	  	    begin
				oS_COM <= 8'b11111011;
				oS_ENS <= iSEG2;
	  	    end
	  	  3 : 
	  	    begin
				oS_COM <= 8'b11110111;
				oS_ENS <= iSEG3;
	  	    end
	  	  4 : 
	  	    begin
				oS_COM <= 8'b11101111;
				oS_ENS <= iSEG4;
	  	    end
	  	  5 : 
	  	    begin
				oS_COM <= 8'b11011111;
				oS_ENS <= iSEG5;
	  	    end
	  	  6 : 
	  	    begin
				oS_COM <= 8'b10111111;
				oS_ENS <= iSEG6;
	  	    end
	  	  7 : 
	  	    begin
				oS_COM <= 8'b01111111;
				oS_ENS <= iSEG7;
	  	    end			 
	  	  default : 
	  	    begin
	  	      oS_COM <= 8'b11111111;
				oS_ENS <= iSEG7;
	  	    end
	  	endcase
      end
end
endmodule
```
**design/flow/run.sh**
```bash
#!/bin/bash
# OpenROAD 26Q1-2900-gdf79404cd8, Yosys 0.63+post, stock flow scripts
make -C /OpenROAD-flow-scripts/flow DESIGN_CONFIG=/design/flow/config.mk WORK_HOME=/design/flow/orfs finish
```
==> design notes <==
The run finished with clean final reports. Cell accounting for the most synthesized area: edfxtp_1. After routing the design area is 0.00470 sq mm. Once the clock tree was built, the resizer swapped 0 gates to a different size. The hold violation count in the final report came out at 0. The number of maximum-capacitance violations is 0, and the number of synthesized register bits is 79. For this design, the CTS-stage hold fixing added 0 buffers. Total global-route track usage over all layers is 16.1%. The tools report the proportion of power drawn by flip-flops and latches as 48.0%. The number of warnings issued by yosys is 18, and the number of input and output port buffers inserted is 31.

STA classifies the critical path startpoint as an input pin. The clock root buffer master is clkbuf_8. The worst hold path belongs to the class reg2reg. In the routed netlist, the antenna diode instances number 0. For the final routed database, the setup TNS stands at 0 ps. The number of clock sinks came to 79. STA puts the critical path data required time at 7180 ps. The cell with the most instances after synthesis is nor2_1. The run gives 393 as the synthesized instance count. The post-placement cell area is 0.00446 sq mm.

On the critical path the largest part of the delay comes from simple AND/OR/NAND/NOR gates. Per the gpl log, the routability congestion estimate is 0.808. For reference, the placement row count at floorplan is 36. The worst path needs 5410 ps of the cycle, external delays included.

The share of total power consumed by net switching was 23.0%; the worst-case vdd ir drop was 99.9 uV. Via count of the first global-routing pass: 2645. In this run, distinct cell masters in the synthesized netlist total 57. Counting the buffers created by CTS gives 9.

In the synthesized netlist the async set-or-reset flop fraction comes to 0%. The count of H-tree levels built during CTS is 3. The power report attributes to the combinational group a share of 12.9%. By count the netlist is led by nor2_1, dfxtp_1, edfxtp_1. The run gives 110 for the violation count after the first detailed-route iteration. The logs give 41.5% for the fraction of the core area occupied by cells at floorplan and 4 for the first-pass iteration count of the detailed router. 33 I/O pins were placed.

The worst clock skew is 5.90 ps. The number of vias per cell after detailed routing was 5.15; the post-synth tally of flip-flops with integrated enable was 32. Wires add up to 7.63 mm. The leakage dissipation came out at 0.00160 uW. The vertical die dimension reported for this design is 103 um. The longest incremental delay of any stage on the critical path is reported as 990 ps. The critical setup path kind was in2reg.

The endpoint class of the critical path is a flip-flop. Across all checked pins, the minimum headroom to the slew limit is 46.2%. The top flip-flop cell by instance count after synthesis is dfxtp_1. The largest driver fanout on the critical path was 19. On the reported timing paths, the clock transition at the registers reads 80 ps. The tools report the number of antenna violations at the first check in global routing as 0.

In this run the biggest area consumer among cell types represents 23.5% of the synthesized area. The script parses the final routing iteration and logs DRC violations as 0. The tools report the sequential area share after synthesis as 46.5%. Sorting the synthesized cells by area gives the leading types as edfxtp_1, dfxtp_1, mux4_2.

For the insertion delay of the later-clocked pin in the worst-skew pair, the log shows 340 ps. The maximum number of pins on one net before global-route repair is 35. TritonCTS built the clock tree. The logs give 0 for the post-CTS setup buffer count and 393 for the number of cells in Yosys stat.

The layout summary lists the proportion of cells stronger than drive strength 1 as 9.83%. The pin slew with the least headroom to its limit was 805 ps. Global routing finished with a remaining overflow of 0. Total half-perimeter wirelength after legalization and detailed placement: 5.50 mm. The first global-routing pass estimated 12.8 mm of wire. The logs give 242 uW for the reported net switching power and 0.0106 sq mm for the overall die area. The final layout report lists a filler cell count of 886. No sink is reached through more buffers than the 2 on the longest clock path. TritonRoute output was used to compute an average wire per cell of 13.9 um. The total of endpoints with negative setup slack in the final report is 0. Slowest library cell on the worst path: clkdlybuf4s50_1.

Data arrives at the worst endpoint at 5690 ps. After synthesis the cells add up to 0.00409 sq mm. The total area inside the core boundary comes to 0.00986 sq mm. The number of warning messages in the logs was 31; the post-route antenna net violation count was 0.

Setup repair after global routing left no endpoint under its margin. For reference, the final report shows the max-slew violation count at 0. The area growth from synthesis to layout is 14.9%. Looking at the power breakdown, the clock network takes 39.0% of the total. Power spread over the standard cell area amounts to 224 mW/mm^2. The peak clock frequency supported by timing was 185 MHz; the die width was 103 um. The synthesized netlist has a Yosys-reported chip area of 0.00409 sq mm. The internal portion of the total power is 811 uW. The tools report the total vias in the final route as 2832. OpenROAD reports that the post-layout worst path occupies 78.3% of the period.

The average instance in the mapped netlist occupies 10.4 sq um. Traced cell by cell, the critical path runs through clkdlybuf4s50_1 > mux2i_1 > o21ai_0 > nand2_1 > o221ai_1 > ha_1 > a21o_1 > a21oi_1 > xnor3_2 > or3_1 > and2_1 > ha_1 > nand2_1 > nor3_1 > or3b_1 > o21ai_1. The run gives 1 for the number of buffer and inverter stages on the critical path.
power by group through the flow:
stage	logic [uW]	registers, uW	clock network, uW
finish	136	506	411
global route	155	508	445
CTS	137	506	423
layout make-up:
type	count	area (sq um)	area share, %
timing repair buffer	31	310	6.60
clock buffer	9	124	2.63
multi-input combinational	285	2060	43.8
inverter	6	22.5	0.479
sequential	79	1900	40.4
tap	133	166	3.54
clock inverter	7	120	2.55
cells by family after synthesis:
logic type	after synthesis	share of synthesized area [%]
compound gates	41	7.15
xor+xnor	35	7.86
fa+ha+maj	11	3.55
simple gates	174	21.9
mux	24	9.84
buf+inv	29	3.24
flops	79	46.5
metrics by stage:
step | cells | hold slack, ps | worst slack (ps) | util [%] | total power (uW)
floorplan | 393 | 470 | 2050 | - | 604
global placement | 534 | 498 | 1190 | 45.2 | 653
detailed placement | 534 | 502 | 1160 | 45.2 | 653
CTS | 550 | 515 | 1490 | 47.7 | 1070
global route | 550 | 559 | 1230 | 47.7 | 1110
finish | 550 | 510 | 1490 | 47.7 | 1050
tightest hold or removal path: stages (launching register included):
cell	delay (ps)
dfxtp_1	350
nand2_1	70
a21oi_1	50
path summary, 6_finish.rpt:
check / from / endpoint / slack, ps / cells past startpoint
hold reg to reg: U4.CNT_SCAN[7] / U4.CNT_SCAN[7] / 510 / 2
setup reg to reg: SRAM[7][1] / U4.oS_ENS[6] / 3050 / 13
setup / recovery: A1[1] / U4.oS_ENS[6] / 1490 / 16
hold / removal: U4.CNT_SCAN[7] / U4.CNT_SCAN[7] / 510 / 2
state kept, by name, indices dropped and copies added (netlist names):
| name | cells |
|---|---|
| U4.CNT_SCAN | 32 |
| SRAM | 32 |
| U4.oS_COM | 8 |
| U4.oS_ENS | 7 |
layer usage:
| metal | up-vias | track usage [%] | routed length (um) |
|---|---|---|---|
| li1 | 1466 | - | - |
| met3 | 6 | 5.31 | 465 |
| met5 | - | 0 | 0 |
| met1 | 1292 | 25.8 | 3840 |
| met2 | 68 | 22.9 | 3270 |
| met4 | 0 | 1.63 | 53 |
layout by cell type (no fill, tap or decap), types with 3 or more instances in the layout:
cell and count:
edfxtp_1 32, nor4_1 9, and2_1 5, nand3_1 15, nor2_1 54, nor2b_1 6, nand2b_1 6, clkbuf_8 9
ha_1 10, xnor2_1 12, mux2_2 4, or2_2 4, nand4_1 13, clkdlybuf4s50_1 31, a211oi_1 4, mux4_2 10
a21oi_1 6, xor2_1 22, dfxtp_1 47, mux2i_1 8, nor3_1 13, nand4b_1 4, or3_1 3, bufinv_16 3
a31oi_1 3, nand2_1 26, and4_1 3, inv_1 5, o21ai_0 12
No activity file was given, so power comes from the tool's default toggle rates.
