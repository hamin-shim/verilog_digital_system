$ cat flow/run.sh
#!/bin/bash
# OpenROAD 26Q1-2900-gdf79404cd8, Yosys 0.63+post, stock flow scripts
make -C /OpenROAD-flow-scripts/flow DESIGN_CONFIG=/design/flow/config.mk WORK_HOME=/design/flow/orfs finish
$ cat flow/config.mk
export PLATFORM = sky130hd
export DESIGN_NAME = LAB04_7SEGMENT
export DESIGN_NICKNAME = LAB04_7SEGMENT
export VERILOG_FILES = /design/flow/design.v
export SDC_FILE = /design/flow/constraint.sdc
export NUM_CORES = 4
export LEC_CHECK = 1
export CORE_UTILIZATION = 40
$ cat flow/constraint.sdc
current_design LAB04_7SEGMENT

set clk_period 6.0
set clk_io_pct 0.2

create_clock -name clk0 -period $clk_period [get_ports {CLK}]

set non_clock_inputs [all_inputs -no_clocks]
set_input_delay [expr $clk_period * $clk_io_pct] -clock clk0 $non_clock_inputs
set_output_delay [expr $clk_period * $clk_io_pct] -clock clk0 [all_outputs]
$ cat flow/design.v
module LAB04_7SEGMENT(CLK, I, N_Reset, SEG_COM, SEG_DATA);
input CLK, N_Reset;
input [3:0] I;
output [7:0] SEG_COM, SEG_DATA;
wire [9:0] BCD_OUT; 
wire A1,B1,C1,D1,E1,F1,G1,A2,B2,C2,D2,E2,F2,G2;
LAB04_BINTOBCD U1(I,BCD_OUT); 
LAB04_BCD_TO_7SEGMENT U2(BCD_OUT[3:0],A1,B1,C1,D1,E1,F1,G1);
LAB04_BCD_TO_7SEGMENT U3(BCD_OUT[7:4],A2,B2,C2,D2,E2,F2,G2);
LAB04_7SEG_CTRL U4(CLK, N_Reset, {A1,B1,C1,D1,E1,F1,G1},{A2,B2,C2,D2,E2,F2,G2}, 0,0,0,0,0,0,SEG_COM, SEG_DATA); 
endmodule
module LAB04_7SEG_CTRL(
	iCLK,
	nRST,
	iSEG7,
	iSEG6,
	iSEG5,
	iSEG4,
	iSEG3,
	iSEG2,
	iSEG1,
	iSEG0,
	oS_COM,
	oS_ENS
);
input iCLK, nRST;
input [6:0] iSEG7, iSEG6, iSEG5, iSEG4,iSEG3, iSEG2, iSEG1, iSEG0;
output [7:0] oS_COM;
output [6:0] oS_ENS;  
reg [7:0] oS_COM;
reg [6:0] oS_ENS;
integer CNT_SCAN; 
always @(posedge iCLK)
begin
	if (nRST)
	  begin
		oS_COM <= 8'b00000000;
		oS_ENS <= 0;
	    CNT_SCAN = 0;
	  end
	else
	  begin
	  	if (CNT_SCAN >= 7)
	  	  CNT_SCAN = 0;
	  	else
	  	  CNT_SCAN = CNT_SCAN + 1;
	  	case (CNT_SCAN)
	  	  0 : 
	  	    begin
				oS_COM <= 8'b11111110;
				oS_ENS <= iSEG0;
	  	    end
	  	  1 : 
	  	    begin
				oS_COM <= 8'b11111101;
				oS_ENS <= iSEG1;
	  	    end
	  	  2 : 
	  	    begin
				oS_COM <= 8'b11111011;
				oS_ENS <= iSEG2;
	  	    end
	  	  3 : 
	  	    begin
				oS_COM <= 8'b11110111;
				oS_ENS <= iSEG3;
	  	    end
	  	  4 : 
	  	    begin
				oS_COM <= 8'b11101111;
				oS_ENS <= iSEG4;
	  	    end
	  	  5 : 
	  	    begin
				oS_COM <= 8'b11011111;
				oS_ENS <= iSEG5;
	  	    end
	  	  6 : 
	  	    begin
				oS_COM <= 8'b10111111;
				oS_ENS <= iSEG6;
	  	    end
	  	  7 : 
	  	    begin
				oS_COM <= 8'b01111111;
				oS_ENS <= iSEG7;
	  	    end			 
	  	  default : 
	  	    begin
	  	      oS_COM <= 8'b11111111;
				oS_ENS <= iSEG7;
	  	    end
	  	endcase
      end
end
endmodule
module LAB04_BCD_TO_7SEGMENT(BCD,A,B,C,D,E,F,G);
input [3:0] BCD;
output A,B,C,D,E,F,G;
reg [6:0] DECODE;
always @(BCD)
begin
case(BCD)
4'b0000 : DECODE <= 7'b1111110;  
4'b0001 : DECODE <= 7'b0110000;  
4'b0010 : DECODE <= 7'b1101101;  
4'b0011 : DECODE <= 7'b1111001;  
4'b0100 : DECODE <= 7'b0110011;  
4'b0101 : DECODE <= 7'b1011011;  
4'b0110 : DECODE <= 7'b1011111;  
4'b0111 : DECODE <= 7'b1110010;  
4'b1000 : DECODE <= 7'b1111111;  
4'b1001 : DECODE <= 7'b1111011;  
default : DECODE <= 7'b0000000;  
endcase
end
assign {A,B,C,D,E,F,G} = DECODE;
endmodule
module LAB04_BINTOBCD(B,P);
input [3:0] B;
output [9:0] P;
wire [10:0] T;
LAB04_LINEDECODER C1(0,0,0,B[3],T[3],T[2],T[1],T[0]);
LAB04_LINEDECODER C2(T[2],T[1],T[0],B[2],T[7],T[6],T[5],T[4]);
LAB04_LINEDECODER C3(0,0,0,T[3],P[9],T[10],T[9],T[8]);
LAB04_LINEDECODER C4(T[6],T[5],T[4],B[1],P[4],P[3],P[2],P[1]);
LAB04_LINEDECODER C5(T[10],T[9],T[8],T[7],P[8],P[7],P[6],P[5]);
assign P[0] = B[0];
endmodule
module LAB04_LINEDECODER(A3,A2,A1,A0,S3,S2,S1,S0);
input A3,A2,A1,A0;
output S3,S2,S1,S0;
reg [3:0] out;
always @(A3,A2,A1,A0)
begin
	case({A3,A2,A1,A0})
	4'b0000: out <= 4'b0000;
	4'b0001: out <= 4'b0001;
	4'b0010: out <= 4'b0010;
	4'b0011: out <= 4'b0011;
	4'b0100: out <= 4'b0100;
	4'b0101: out <= 4'b1000;
	4'b0110: out <= 4'b1001;
	4'b0111: out <= 4'b1010;
	4'b1000: out <= 4'b1011;
	4'b1001: out <= 4'b1100;
	default: out <= 4'b0000;
	endcase
end
assign {S3,S2,S1,S0} = out;
endmodule
==> summary.log <==
INFO  synth          distinct_cells_synth=54
INFO  setup_path     crit_path_start_kind=flop
INFO  synth          dominantRegCellSynth=sky130_fd_sc_hd__dfxtp_1
INFO  setup_path     reg2reg_depth=8
INFO  sta            period_used_share=0.490
INFO  synth          top_area_frac=0.373
INFO  detailed_routing diodes=0
INFO  clock_network  cts_hold_buffers=0
INFO  detailed_routing drcViolationCount=0
INFO  setup_path     required=6.18ns
INFO  clock_network  clock-sinks=47
INFO  setup_path     critPathKind=flop to flop
INFO  die            floorplan.core_area=5990µm²
INFO  clock_network  cts_inserted_buffers=5
INFO  setup_path     critical-path-slowest-cell=sky130_fd_sc_hd__dfxtp_1
INFO  setup_path     crit_path_max_fanout=10
INFO  sta            totalNegativeSetupSlack=0ns
INFO  synth          netlist_instances=287
INFO  die            initial_core_util=0.421
INFO  clock_network  cts-root-to-sink-buffers=2
INFO  final_layout   area_growth_syn_to_layout=11.2%
INFO  setup_path     cp.arrival=3.12ns
INFO  die            num_rows=28
INFO  final_layout   finalNonFillerCells=372
INFO  setup_path     critical_path.max_stage_delay=0.49ns
INFO  synth          syn-cell-area=2520µm²
INFO  setup_path     worstPathCellList=ha_1 -> nand3_1 -> nor2_1 -> nand3_1 -> xnor2_1 -> nor4b_2 -> and4b_1 -> o21ai_0
INFO  synth          synthArstFlopShare=0
INFO  die            chipHeight=81.4µm
INFO  detailed_routing dr_total_vias=1,959
INFO  synth          synth.yosys.chip_area=2520µm²
INFO  global_route   antenna_found_initial=0
INFO  placed_design  post-place-cells=364
INFO  flow_run       cap_violations=0
INFO  die            die-width=81.4µm
INFO  status         status=completed
INFO  sta            timing_hold_violations_final=0
INFO  placed_design  hpwlAfterDp=3.31mm
INFO  synth          post_synth_area_hogs=sky130_fd_sc_hd__dfxtp_1 37%, sky130_fd_sc_hd__nor2_1 6.0%, sky130_fd_sc_hd__xnor2_1 4.9%, sky130_fd_sc_hd__xor2_1 4.9%, sky130_fd_sc_hd__ha_1 3.5%
INFO  detailed_routing drt_iter0_drc=67
INFO  placed_design  io_buffers=20
INFO  final_layout   drive_above_1_share=0.101
INFO  setup_path     worstSetupEndpointType=flop
INFO  placed_design  postPlaceCellArea=2690µm²
INFO  power_and_ir_drop pwr_density_cell=241nW/µm²
INFO  flow_run       tool_warnings=30
INFO  synth          synth_seq_share=0.373
INFO  synth          yosys.area.top_type=sky130_fd_sc_hd__dfxtp_1
INFO  synth          synth-cells-yosys=287
INFO  clock_network  clk_root_buffer_cell=sky130_fd_sc_hd__clkbuf_8
INFO  synth          syn_area_per_cell=8.78µm²
INFO  hold_path      holdPathStages=2
INFO  detailed_routing wl_per_cell=12.5µm
INFO  placed_design  dp_slack=2.78ns
INFO  sta            clock-skew-final=0.0117ns
INFO  sta            rsz0062_at_grt=no
INFO  sta            layout_min_cycle_time=2.94ns
INFO  clock_network  quantity_of_gates_resized_following_cts=0
INFO  global_route   grt_pass1_wl=8.09mm
INFO  detailed_routing detail_route.first_pass.iterations=4
INFO  clock_network  htree_levels=2
INFO  detailed_routing antenna_left=0
INFO  global_route   grt_pass1_vias=1,725
INFO  sta            worst_slew_pin_slew=0.511ns
INFO  sta            finalMaxSlewViolations=0
INFO  detailed_routing detail_route.wirelength=4.65mm
INFO  sta            timing.final.ws_setup=3.06ns
INFO  final_layout   layout.core_utilization=0.468
INFO  sta            setup_viol_count_final=0
INFO  synth          synthesized_registers=47
INFO  sta            relSlewSlack=0.657
INFO  hold_path      timing.hold.worst.class=flop to flop
INFO  die            dieArea=6620µm²
INFO  global_route   groute.usage.overall=0.157
INFO  global_route   overflow=0
INFO  setup_path     path_common_cell=sky130_fd_sc_hd__nand3_1
INFO  power_and_ir_drop vdd.ir_drop.worst=201µV
INFO  synth          yosysWarningCount=16
INFO  clock_network  cts_tree=done
INFO  synth          number_of_enable_type_register_cells_in_the_synthesized_netlist=0
INFO  detailed_routing avgViaCountPerCell=5.27
INFO  final_layout   post-route-cell-area=2800µm²
INFO  clock_network  clkLatencyLatePin=0.30ns
INFO  die            num_io_pins=22
INFO  power_and_ir_drop p_leak=0.00108µW
INFO  clock_network  cts_post_setup_buffers_inserted=0
INFO  global_route   grt_max_degree=34
INFO  clock_network  clk_transition_reported_paths=0.10ns
INFO  sta            clock.fmax=340MHz
INFO  placed_design  gpl.final_weighted_congestion=0.831
[logic make-up (layout without fill, tap and decap cells)]
| group | after synthesis | after routing | synth area share |
|---|---|---|---|
| buffers and inverters | 28 | 38 | 0.0670 |
| xor gates and xnor gates | 28 | 28 | 0.0973 |
| muxes | 1 | 1 | 0.00447 |
| adders and majority gates | 7 | 7 | 0.0347 |
| and+or+nand+nor | 129 | 129 | 0.300 |
| DFF | 47 | 47 | 0.373 |
| other | 1 | 1 | 0.00149 |
| AOI/OAI and AO/OA | 46 | 46 | 0.122 |
[through the flow]
step	hold slack, ns	total power, µW
final	0.481	677
after global routing	0.499	711
after CTS	0.485	684
after detailed placement	0.473	445
after global placement	0.474	446
after floorplan	0.436	408
[worst max-delay path: cells and delay by family (launching register included)]
kind                       cells  cell delay [ns]
DFF                            1             0.49
xor gates and xnor gates       1             0.18
and+or+nand+nor                5             1.58
adders and majority gates      1             0.43
AOI/OAI and AO/OA              1             0.14
[synth_stat cells (all sizes together), types with 2 or more instances]
master,n
nand2,20
a211oi,2
nor3,7
a31oi,2
and4,8
xor2,14
ha,7
clkbuf,5
inv,9
a21o,2
nor2b,3
and3,8
nor4,7
xnor2,14
nor2,40
and4b,2
dfxtp,47
a21oi,14
or3,4
buf,14
a211o,2
and2,3
nand4,10
o21ai,14
nand3,12
[final timing paths]
path,start,end,slack [ns]
hold / removal,U4.CNT_SCAN[31]$_SDFF_PP0_,U4.CNT_SCAN[31]$_SDFF_PP0_,0.48
hold reg to reg,U4.CNT_SCAN[31]$_SDFF_PP0_,U4.CNT_SCAN[31]$_SDFF_PP0_,0.48
setup / recovery,U4.CNT_SCAN[0]$_SDFF_PP0_,U4.oS_ENS[3]$_SDFF_PP0_,3.06
setup reg to reg,U4.CNT_SCAN[0]$_SDFF_PP0_,U4.oS_ENS[3]$_SDFF_PP0_,3.06
[placed cells by master (no fill, tap or decap), drive strengths merged, types with 3 or more instances in the layout]
cell type,n
dfxtp,47
nor2,40
nand2,20
clkdlybuf4s50,20
a21oi,14
xnor2,14
xor2,14
o21ai,14
nand3,12
inv,10
nand4,10
and3,8
and4,8
ha,7
nor3,7
nor4,7
clkbuf,5
or3,4
nor2b,3
and2,3
[sequential cells by signal, summed over array words and instances (netlist names)]
name,flops
U4.oS_ENS,7
U4.oS_COM,8
U4.CNT_SCAN,32
[metal layers]
layer  wire [µm]  track usage  up-vias
met5           0            0        -
met4          34       0.0179        0
met3         103       0.0205        2
met2        1980        0.235       21
met1        2540        0.250      916
li1            -            -     1020
[report_power, final]
part	internal [µW]	leakage (µW)	switching (µW)	total [µW]
registers	328	0.000382	10.7	339
clock network	126	0.0000548	114	239
logic	49.0	0.000645	49.5	98.5
total	503	0.00108	174	677
[area by class of cell]
| class | instances | area, µm² |
|---|---|---|
| timing repair buffer | 21 | 208 |
| clock buffer | 5 | 68.8 |
| multi-input combinational | 212 | 1410 |
| fill | 567 | 3190 |
| inverter | 9 | 33.8 |
| tap | 75 | 93.8 |
| sequential | 47 | 941 |
| clock inverter | 3 | 46.3 |
No activity file was given, so power comes from the tool's default toggle rates.
